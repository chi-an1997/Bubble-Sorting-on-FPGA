### design/flow/design.v
`timescale 1ns / 1ps
module bubble_sorting
#(parameter input_num = 4)
(
input clk,
input rst,
input cks,
input [input_num*8-1:0]din,
output reg [input_num*8-1:0]dout,
output reg cks_out
    );
integer i;
reg [input_num*8-1:0]data_in;
always@(posedge clk) begin
    if(rst) begin
        data_in <= 0;
        dout <=0;
    end
    else begin
        data_in <= din;
    end
end
always@(posedge clk) begin
cks_out= cks+1'b1;
if(input_num[0]==1) begin
    if(cks==0) begin
        for(i=input_num-1; i>1; i=i-2) begin
                dout[8*i+:8] <= (data_in[8*i+:8] > data_in[8*(i-1)+:8]) ? data_in[8*(i-1)+:8] : data_in[8*i+:8];
                dout[8*(i-1)+:8] <= (data_in[8*i+:8] > data_in[8*(i-1)+:8]) ? data_in[8*i+:8] : data_in[8*(i-1)+:8];
                dout[7:0] <= data_in[7:0];
        end
    end
    else if(cks==1) begin
        for(i=input_num-2; i>0; i=i-2) begin
                dout[8*i+:8] <= (data_in[8*i+:8] > data_in[8*(i-1)+:8]) ? data_in[8*(i-1)+:8] : data_in[8*i+:8];
                dout[8*(i-1)+:8] <= (data_in[8*i+:8] > data_in[8*(i-1)+:8]) ? data_in[8*i+:8] : data_in[8*(i-1)+:8];
                dout[8*input_num-1:8*(input_num-1)] <= data_in[8*input_num-1:8*(input_num-1)];
        end
    end
end
else begin
    if(cks==0) begin
        for(i=input_num-1; i>0; i=i-2) begin
                dout[8*i+:8] <= (data_in[8*i+:8] > data_in[8*(i-1)+:8]) ? data_in[8*(i-1)+:8] : data_in[8*i+:8];
                dout[8*(i-1)+:8] <= (data_in[8*i+:8] > data_in[8*(i-1)+:8]) ? data_in[8*i+:8] : data_in[8*(i-1)+:8];
        end
    end
    else if(cks==1) begin
        for(i=input_num-2; i>1; i=i-2) begin
                dout[8*i+:8] <= (data_in[8*i+:8] > data_in[8*(i-1)+:8]) ? data_in[8*(i-1)+:8] : data_in[8*i+:8];
                dout[8*(i-1)+:8] <= (data_in[8*i+:8] > data_in[8*(i-1)+:8]) ? data_in[8*i+:8] : data_in[8*(i-1)+:8];
                dout[7:0] <= data_in[7:0];
                dout[8*input_num-1:8*(input_num-1)] <= data_in[8*input_num-1:8*(input_num-1)];
        end
    end
end
end
endmodule
`timescale 1ns / 1ps
module bubble_sorting_top
(
    input clk,
    input rst,
    input [8*input_num-1:0]data_in,
    input cks_in,
    output [8*input_num-1:0]data_out,
    output [input_num:0]cks_out
    );
wire [8*input_num-1:0] dout[input_num:0];
wire cks[input_num:0];
wire [8*input_num-1:0]din[input_num:0];
parameter input_num=8;
assign data_out = dout[input_num];
assign din[0] = data_in;
assign cks[0] = cks_in;
genvar i;
generate
    for(i=0; i<input_num+1; i=i+1) begin
        bubble_sorting
        #(.input_num(input_num))
        bs
        (
            .clk(clk),
            .rst(rst),
            .cks(cks[i]),
            .din(din[i]),
            .dout(dout[i]),
            .cks_out(cks_out[i])
        );
    end
    for(i=0; i<input_num; i=i+1) begin
        assign din[i+1] = dout[i];
        assign cks[i+1] = cks_out[i];
    end
endgenerate
endmodule
### design/flow/run.sh
#!/bin/bash
# OpenROAD 26Q1-2900-gdf79404cd8, Yosys 0.63+post, stock flow scripts
make -C /OpenROAD-flow-scripts/flow DESIGN_CONFIG=/design/flow/config.mk WORK_HOME=/design/flow/orfs finish
### design/flow/config.mk
export PLATFORM = sky130hd
export DESIGN_NAME = bubble_sorting_top
export DESIGN_NICKNAME = bubble_sorting_top
export VERILOG_FILES = /design/flow/design.v
export SDC_FILE = /design/flow/constraint.sdc
export NUM_CORES = 4
export LEC_CHECK = 1
export CORE_AREA = 10 10 70 70
export DIE_AREA = 0 0 80 80
### design/flow/constraint.sdc
current_design bubble_sorting_top

set clk_period 1.0
set clk_io_pct 0.2

create_clock -name clk0 -period $clk_period [get_ports {clk}]

set non_clock_inputs [all_inputs -no_clocks]
set_input_delay [expr $clk_period * $clk_io_pct] -clock clk0 $non_clock_inputs
set_output_delay [expr $clk_period * $clk_io_pct] -clock clk0 [all_outputs]
==> out/metrics.csv <==
metric,value,unit
outcome,completed,
clock root cell,clkbuf_4,
aoi share,0,%
PwrDens,1090,nW/um2
Unique cell types,4,
Die Width,80,um
CTS tree,yes,
crit-path max cell delay,0.32,ns
crit path kind,flop to primary output,
Dominant comb cell,buffers and inverters,
critical path data arrival time,0.74,ns
RSZ-0062 raised after global routing,false,
adder share,0,%
Post-Syn Area,766,um2
area delta synth->final,-16.3,%
R2R depth,2,
Final Hold Viols,0,
CP startpoint kind,flop,
worst-skew pair later-pin latency,0.25,ns
R2R Path Start,genblk1[0].bs.cks_out,
CP max stage cell,dfxtp_2,
post-synthesis cell count,92,
switching power,0.000141,W
Hold Crit Depth,1,
# setup viols final,0,
hold-fix buffers at CTS,0,
share of cells above drive strength 1,15.5,%
Comb power frac,6.9,%
Longest Clk Path Bufs,2,
largest net degree at the start of global routing,6,
Cell area leaders,"buf_4 (72%), dfxtp_1 (24%), inv_1 (4.4%), conb_1 (0.49%)",
hold_sp,genblk1[2].bs.cks_out,
hpwl dp,1110,um
worst r2r dst,genblk1[1].bs.cks_out,
ys cells,92,
"Simple Share, Synth",0,%
Flops after synth,9,
synth warn,642,
Die Y,80,um
Top delay family on crit path,flip-flops,
critical-path cell list,clkdlybuf4s15_1,
area occupied by multi-input gates,240,um2
Internal,0.000561,W
first-pass GRT wire length,1620,um
drt via density,2.27,
IO Port Bufs,10,
Yosys top cell by area,buf_4,
Layout fillers,393,
fin crit share,93.5,%
tool warnings,90,
Top cell area share,71.6,%
proportion of power drawn by the clock network,37.6,%
H-tree Lvls,1,
core footprint,3420,um2
Min-Delay Endpoint,genblk1[3].bs.cks_out,
Final Util,18.8,%
fp util,22.4,%
chip area,6400,um2
Final Critical Period,0.935,ns
# clock sinks,9,
antenna violations before repair,0,
setup_tns,0,ns
XORs/XNORs by Area,0,%
TritonRoute pass-1 iters,2,
GR Overflow Total,0,
placed cell areas,612,um2
max FFs per register,9,
routability cong.,0.645,
Worst Setup End Kind,primary output,
DR vias,324,
"Avg Cell Area, Syn",8.32,um2
Clock Pin Slew Worst Setup and Hold Paths,0.06,ns
total wire length,1180,um
Hold Crit Class,flop to flop,
WP buf/inv,1,
VDD IR max,0.000457,V
Max Cap Viol,0,
Final ANT Viol Nets,0,
post-route cell area,641,um2
Avg WL per Cell,8.24,um
Synth Seq Share,23.5,%
Max Fclk,1070,MHz
vias in the first global route,403,
"mux frac, synth",0,%
Max Clock Skew,0.000312,ns
CP required,0.80,ns
"Max FO, Critical Path",2,
# IOs,140,
cts bufs inserted,3,
GRT Total Usage,3.09,%
num rows,21,
Yosys chip area,766,um2
switching share of total power,20.1,%
Final Max Slew Viols,0,
Sequential Area,190,um2
FF-to-FF setup slack,0.46,ns
DR iter-0 viols,4,
power share of the sequential group,55.5,%
DRC Markers,0,
# diodes,0,
leak pwr,0.395,nW
[cell type report]
cell class                 instances  share of cell area (%)
multi-input combinational         64                    37.5
sequential                         9                    29.7
timing repair buffer              11                    14.5
tap                               46                    8.98
inverter                           9                    5.27
clock buffer                       4                    4.10
[cells in the final DEF (no fill, tap or decap)]
| cell | Yosys | routed |
|---|---|---|
| dfxtp_1 | 9 | 1 |
| clkdlybuf4s15_1 | 0 | 6 |
| dfxtp_2 | 0 | 8 |
| clkdlybuf4s50_1 | 0 | 1 |
| inv_1 | 9 | 9 |
| clkbuf_2 | 0 | 3 |
| conb_1 | 1 | 64 |
| clkbuf_1 | 0 | 1 |
| buf_4 | 73 | 1 |
| clkbuf_4 | 0 | 3 |
[logic make-up after synthesis]
group,after synthesis
buffers and inverters,82
flip-flops,9
other,1
[metal layers]
layer  routed length [um]  track usage, %
met5                    0               0
met4                    7           0.352
met3                  280            3.30
met2                  437            4.25
met1                  453            3.28
[synth_stat cells]
| cell | n |
|---|---|
| buf_4 | 73 |
| dfxtp_1 | 9 |
| inv_1 | 9 |
| conb_1 | 1 |
[stage by stage]
step	worst slack (ns)	instances	power [W]	hold slack, ns
6_report	0.0650	143	0.000701	0.375
2_1_floorplan	0.406	155	0.000596	0.257
5_1_grt	0.00810	143	0.000780	0.400
3_3_place_gp	0.00372	138	0.000460	0.355
3_5_place_dp	0.00545	138	0.000459	0.358
4_1_cts	0.0121	142	0.000732	0.374
[repair_timing]
item	4_1_cts	5_1_grt
resized	25	4
cloned	0	0
pin swaps	0	0
buffers inserted	0	1
endpoints found under the setup margin	9	4
[power by group through the flow]
| stage | sequential [W] | combinational [W] | clock, W |
|---|---|---|---|
| 4_1_cts | 0.000389 | 0.0000572 | 0.000285 |
| 5_1_grt | 0.000392 | 0.0000688 | 0.000319 |
| 6_report | 0.000389 | 0.0000482 | 0.000264 |
[how the worst max path moves through the flow]
stage	startpoint	end	slack (ns)	depth (start not counted)
after CTS	genblk1[8].bs.cks_out	cks_out[8]	0.01	1
final	genblk1[1].bs.cks_out	cks_out[1]	0.06	1
after global routing	genblk1[1].bs.cks_out	cks_out[1]	0.008	1
Power is estimated from default activity; no workload was simulated.
